### flow/config.mk
export PLATFORM = sky130hd
export DESIGN_NAME = fir_filter
export DESIGN_NICKNAME = fir_filter
export VERILOG_FILES = /design/flow/design.v
export SDC_FILE = /design/flow/constraint.sdc
export NUM_CORES = 4
export LEC_CHECK = 1
export CORE_UTILIZATION = 50
### flow/constraint.sdc
current_design fir_filter

set clk_period 9.4
set clk_io_pct 0.2

create_clock -name clk0 -period $clk_period [get_ports {clk}]

set non_clock_inputs [all_inputs -no_clocks]
set_input_delay [expr $clk_period * $clk_io_pct] -clock clk0 $non_clock_inputs
set_output_delay [expr $clk_period * $clk_io_pct] -clock clk0 [all_outputs]
### flow/design.v
module fir_filter(
    input               		clk,
    input               		n_rst,
    input  		signed	[7:0] 	din,    
    output reg 	signed 	[7:0] 	dout 
);
localparam signed B0 = -24;
localparam signed B1 = -21;
localparam signed B2 =   0;
localparam signed B3 =  37;
localparam signed B4 =  80;
localparam signed B5 = 114;
localparam signed B6 = 127;
reg signed [7:0] din_d;
reg signed [7:0] din_d1;
reg signed [7:0] din_d2;
reg signed [7:0] din_d3;
reg signed [7:0] din_d4;
reg signed [7:0] din_d5;
reg signed [7:0] din_d6;
reg signed [7:0] din_d7;
reg signed [7:0] din_d8;
reg signed [7:0] din_d9;
reg signed [7:0] din_d10;
reg signed [7:0] din_d11;
reg signed [7:0] din_d12;
wire signed [8:0] sum_w0;
wire signed [8:0] sum_w1;
wire signed [8:0] sum_w2;
wire signed [8:0] sum_w3;
wire signed [8:0] sum_w4;
wire signed [8:0] sum_w5;
wire signed [8:0] sum_w6;
wire signed [16:0] mul_0;
wire signed [16:0] mul_1;
wire signed [16:0] mul_2;
wire signed [16:0] mul_3;
wire signed [16:0] mul_4;
wire signed [16:0] mul_5;
wire signed [16:0] mul_6;
reg signed [16:0] mul_0d;
reg signed [16:0] mul_1d;
reg signed [16:0] mul_2d;
reg signed [16:0] mul_3d;
reg signed [16:0] mul_4d;
reg signed [16:0] mul_5d;
reg signed [16:0] mul_6d;
wire signed [17:0] sum_w00;
wire signed [17:0] sum_w01;
wire signed [17:0] sum_w02;
wire signed [17:0] sum_w03;
reg signed [17:0] sum_w00d;
reg signed [17:0] sum_w01d;
reg signed [17:0] sum_w02d;
reg signed [17:0] sum_w03d;
wire signed [18:0] sum_w000;
wire signed [18:0] sum_w001;
wire signed [19:0] sum_all;
wire signed [7:0] sum_finish;
always @(posedge clk or negedge n_rst) begin
	if (!n_rst) begin 
		din_d <= 8'h0;
	end
	else begin 
		din_d <= din;
	end
end
always @(posedge clk or negedge n_rst) begin
    if (!n_rst) begin 
        dout <= 8'sd0;
	end
    else begin 
        dout <= sum_finish;
	end
end
always @(posedge clk or negedge n_rst) begin
    if (!n_rst) begin
        din_d1  <= 8'sd0; 
        din_d2  <= 8'sd0; 
        din_d3  <= 8'sd0; 
        din_d4  <= 8'sd0;
        din_d5  <= 8'sd0; 
        din_d6  <= 8'sd0; 
        din_d7  <= 8'sd0; 
        din_d8  <= 8'sd0;
        din_d9  <= 8'sd0; 
        din_d10 <= 8'sd0; 
        din_d11 <= 8'sd0; 
        din_d12 <= 8'sd0;
    end else begin
        din_d1  <= din_d;
        din_d2  <= din_d1;
        din_d3  <= din_d2;
        din_d4  <= din_d3;
        din_d5  <= din_d4;
        din_d6  <= din_d5;
        din_d7  <= din_d6;
        din_d8  <= din_d7;
        din_d9  <= din_d8;
        din_d10 <= din_d9;
        din_d11 <= din_d10;
        din_d12 <= din_d11;
    end
end
assign sum_w0 = $signed(din) + $signed(din_d12);
assign sum_w1 = $signed(din_d1) + $signed(din_d11);
assign sum_w2 = $signed(din_d2) + $signed(din_d10);
assign sum_w3 = $signed(din_d3) + $signed(din_d9);
assign sum_w4 = $signed(din_d4) + $signed(din_d8);
assign sum_w5 = $signed(din_d5) + $signed(din_d7);
assign sum_w6 = {din_d6[7], din_d6};   
assign mul_0 = $signed(B0) * $signed(sum_w0);
assign mul_1 = $signed(B1) * $signed(sum_w1);
assign mul_2 = $signed(B2) * $signed(sum_w2);
assign mul_3 = $signed(B3) * $signed(sum_w3);
assign mul_4 = $signed(B4) * $signed(sum_w4);
assign mul_5 = $signed(B5) * $signed(sum_w5);
assign mul_6 = $signed(B6) * $signed(sum_w6);
always @(posedge clk or negedge n_rst) begin
    if (!n_rst) begin 
        mul_0d <= 17'sd0;
        mul_1d <= 17'sd0;
        mul_2d <= 17'sd0;
        mul_3d <= 17'sd0;
        mul_4d <= 17'sd0;
        mul_5d <= 17'sd0;
        mul_6d <= 17'sd0;
    end 
	else begin 
        mul_0d <= mul_0;
        mul_1d <= mul_1;
        mul_2d <= mul_2;
        mul_3d <= mul_3;
        mul_4d <= mul_4;
        mul_5d <= mul_5;
        mul_6d <= mul_6;
    end
end
assign sum_w00 = $signed(mul_0d) + $signed(mul_1d); 
assign sum_w01 = $signed(mul_2d) + $signed(mul_3d); 
assign sum_w02 = $signed(mul_4d) + $signed(mul_5d);
assign sum_w03 = $signed(mul_6d);
always @(posedge clk or negedge n_rst) begin
    if (!n_rst) begin
        sum_w00d <= 18'sd0;
        sum_w01d <= 18'sd0;
        sum_w02d <= 18'sd0;
        sum_w03d <= 18'sd0;
    end 
	else begin
        sum_w00d <= sum_w00;
        sum_w01d <= sum_w01;
        sum_w02d <= sum_w02;
        sum_w03d <= sum_w03;
    end
end
assign sum_w000 = $signed(sum_w00d) + $signed(sum_w01d); 
assign sum_w001 = $signed(sum_w02d) + $signed(sum_w03d);
assign sum_all = $signed(sum_w000) + $signed(sum_w001);
assign sum_finish =	((sum_all[19]) && (sum_all[18:16] != 3'b111))? 8'h81 : 
 					((!sum_all[19]) && (sum_all[18:16] != 3'b000))? 8'h7F : sum_all[16:9];
endmodule
### flow/run.sh
#!/bin/bash
# OpenROAD 26Q1-2900-gdf79404cd8, Yosys 0.63+post, stock flow scripts
make -C /OpenROAD-flow-scripts/flow DESIGN_CONFIG=/design/flow/config.mk WORK_HOME=/design/flow/orfs finish
==> flow_summary_export.csv <==
group,metric,value,unit
status,status,"finished, final reports clean",
synthesis,async_flop_share,100,%
cells_and_area,logic_area,0.00850,mm²
placement,port_buffers,17,
floorplan,fp_util,50.8,%
clock_network,clockBufferDepth,3,
routing,via_per_inst,4.87,
synthesis,synth_warnings,1,
timing,fin_tns_setup,0,ns
synthesis,synth_flops,263,
routing,wl_per_cell,14.7,µm
timing,slew_headroom,49.1,%
routing,drc,0,
global_routing,antenna_found_initial,0,
flow_run,tool_warnings,41,
global_routing,grt_pass1_vias,9238,
clock_network,path_clk_slew,0.06,ns
routing,vias,9048,
cells_and_area,finalNonFillerCells,1859,
synthesis,syn_inst,1382,
timing,period_used_share,59.2,%
timing,rsz0062_at_grt,"no",
clock_network,clock-sinks,263,
floorplan,core_region_area,0.0316,mm²
floorplan,rows,65,
worst_setup_path,worstPathRequired,9.87,ns
synthesis,ys.flop_type,"dfrtp_1",
clock_network,tritoncts,"yes",
cells_and_area,final_common_cell,"ha_1",
clock_network,cts-root-buf,"clkbuf_16",
timing,setup_violations,0,
worst_setup_path,cp_max_fo,4,
floorplan,die_h,181,µm
synthesis,ys_chip_area,0.0160,mm²
synthesis,yosys_cells,1382,
placement,gp_congestion,0.878,
worst_setup_path,critical_path_class,"flop to flop",
routing,diodes,0,
synthesis,synth_area_per_cell,11.6,µm²
cells_and_area,drive_gt1_share,5.01,%
flow_run,maxCapViolCount,0,
clock_network,worstSkewPairLatency,0.55,ns
clock_network,ctsResizeCount,0,
cells_and_area,lay_top_cells,"ha_1 (277), dfrtp_1 (263), inv_1 (255), xnor2_1 (91), a21oi_1 (86)",
global_routing,grt_max_degree,130,
routing,ant_nets,0,
clock_network,cts_max_level,1,
cells_and_area,fill_cells,2592,
placement,hpwl,21700,µm
floorplan,die_x,181,µm
worst_setup_path,arrival,6.03,ns
global_routing,track_usage,18.8,%
worst_setup_path,critPathLaunchType,"flop",
cells_and_area,register_area,0.00658,mm²
timing,maxSlewViolCount,0,
timing,period_minus_slack,5.56,ns
synthesis,ys_seq_share,41.0,%
placement,placedCellCount,1806,
worst_hold_path,hold_class,"flop to flop",
global_routing,grt_pass1_wl,46200,µm
floorplan,io_pins,18,
timing,finalClockSkew,0.0122,ns
clock_network,cts_setup_buffers,0,
global_routing,overflow,0,
timing,setup_slack,3.84,ns
cells_and_area,syn2layout_area_growth,10.8,%
routing,wirelength,27300,µm
clock_network,numCtsBuffers,29,
synthesis,edf_count,0,
timing,worstMarginPinSlew,0.756,ns
floorplan,die_area,0.0328,mm²
placement,dp_worst_setup_slack,3.50,ns
synthesis,synth_area,0.0160,mm²
timing,fmax,180,MHz
timing,hold_violations,0,
routing,drtIter0Drc,267,
worst_setup_path,endpoint_kind,"flop",
routing,dr.pass1.iters,6,
clock_network,ctsHoldBuffers,0,
synthesis,synth_cell_types,47,
## metrics by stage
step | instance area [µm²] | util [%] | hold WS (ns)
final | 17800 | 56.3 | 0.345
after global routing | 17800 | 56.3 | 0.349
after CTS | 17800 | 56.3 | 0.347
after detailed placement | 16800 | 53.1 | 0.335
after global placement | 16800 | 53.1 | 0.333
after floorplan | 16000 | - | 0.331
## worst max-delay path, stage by stage (launching register included)
cell	delay, ns
dfrtp_1	0.38
ha_1	0.23
fa_1	0.41
a21oi_1	0.20
nor2_1	0.07
nor2_1	0.19
o21bai_1	0.10
a21oi_1	0.26
xnor2_1	0.26
ha_1	0.32
fa_1	0.47
fa_1	0.49
ha_1	0.30
ha_1	0.34
a21o_1	0.19
a21oi_1	0.23
o21bai_1	0.09
a21oi_1	0.21
o21bai_1	0.09
a21oi_1	0.24
o21bai_1	0.09
a21oi_1	0.18
xnor2_1	0.13
## layout make-up
class / instances / area share [%]
inverters: 255 / 5.39
well taps: 402 / 2.83
repair buffers: 22 / 1.27
multi-input cells: 864 / 47.8
clock buffers: 35 / 4.55
clock inverters: 18 / 1.09
flip-flops and latches: 263 / 37.0
## flip-flops by register name, summed over array words and instances (netlist names), 12 cells and up
name / count
sum_w02d: 17
mul_4d: 13
mul_0d: 12
mul_3d: 16
sum_w00d: 16
sum_w03d: 15
sum_w01d: 16
mul_6d: 15
mul_1d: 15
mul_5d: 16
## cell families (layout without fill, tap and decap cells)
group | after synthesis | after routing | synth area share [%]
AND-OR/OR-AND | 238 | 238 | 9.68
XOR/XNOR | 124 | 124 | 6.77
adder cells (fa/ha/maj) | 361 | 361 | 32.1
buffers and inverters | 255 | 330 | 5.97
flip-flops | 263 | 263 | 41.0
multiplexers | 3 | 3 | 0.226
AND/OR/NAND/NOR | 138 | 138 | 4.24
## routing by layer
layer | wire length (µm) | track usage, % | part of all wire, % | vias to the layer above
li1 | - | - | - | 4670
met1 | 14100 | 31.5 | 52 | 4247
met4 | 593 | 3.32 | 2.2 | 0
met2 | 11200 | 26.7 | 41 | 98
met3 | 1320 | 4.19 | 4.8 | 33
met5 | 0 | 0 | 0 | -
## synth_stat cells (all sizes together) (12+ instances only)
master  count  area (µm²)
nor2b      16         100
nand2b     12        75.1
o21bai     32         240
xor2       33         289
a21oi      86         430
ha        277        3470
fa         84        1680
dfrtp     263        6580
o21ai      36         184
inv       255         957
xnor2      91         797
a21o       41         308
nor2       42         158
nand2      23        86.3
nor3       18        90.1
## path summary, 6_finish.rpt
path / cells after the start / slack, ns / start / to
worst max-delay path: 22 / 3.84 / din_d1[0] / mul_1d[14]
max in group asynchronous: 3 / 6.31 / n_rst / din_d7[3]
worst max register to register: 22 / 3.84 / din_d1[0] / mul_1d[14]
min in group asynchronous: 1 / 1.30 / n_rst / sum_w00d[15]
worst min-delay path: 0 / 0.34 / mul_5d[2] / sum_w02d[2]
worst min register to register: 0 / 0.34 / mul_5d[2] / sum_w02d[2]
